## design/flow/run.sh

```bash
#!/bin/bash
# OpenROAD 26Q1-2900-gdf79404cd8, Yosys 0.63+post, stock flow scripts
make -C /OpenROAD-flow-scripts/flow DESIGN_CONFIG=/design/flow/config.mk WORK_HOME=/design/flow/orfs finish
```

## design/flow/constraint.sdc

```tcl
current_design combinational_calculator

set clk_period 325.8
set clk_io_pct 0.2

create_clock -name clk0 -period $clk_period

set non_clock_inputs [all_inputs -no_clocks]
set_input_delay [expr $clk_period * $clk_io_pct] -clock clk0 $non_clock_inputs
set_output_delay [expr $clk_period * $clk_io_pct] -clock clk0 [all_outputs]
```

## design/flow/config.mk

```make
export PLATFORM = sky130hd
export DESIGN_NAME = combinational_calculator
export DESIGN_NICKNAME = combinational_calculator
export VERILOG_FILES = /design/flow/design.v
export SDC_FILE = /design/flow/constraint.sdc
export NUM_CORES = 4
export LEC_CHECK = 1
export CORE_UTILIZATION = 40
```

## design/flow/design.v

```verilog
module combinational_calculator
(
    input [1:0] operation,
    input [31:0] val1,
    input [31:0] val2,
    output [31:0] out
);
    localparam SUM = 2'd0;
    localparam SUB = 2'd1;
    localparam MUL = 2'd2;
    localparam DIV = 2'd3;
    reg [31:0] outreg;
    always @(*) begin
        case(operation)
            SUM:
                outreg = val1 + val2;
            SUB:
                outreg = val1 - val2;
            MUL:
                outreg = val1 * val2;
            DIV:
                outreg = val1 / val2;
        endcase
    end
    assign out = outreg;
endmodule
```

==> deck_impl_summary.md <==
Physical Implementation Snapshot

Outcome
  – Status: completed

Place
  – Dpl hpwl: around 170,000 µm
  – Routability cong.: ~1.0
  – Port-buffer cells: between 90 and 100

Global route
  – GRT met3 Usage: 0.1056
  – First-pass GRT wire length: between 300,000 and 400,000 µm
  – Initial antenna violation count: 11
  – Met1 usage: 0.5191
  – Grt ovf: 0
  – Largest net degree at the start of global routing: about 42
  – Grt peak-use layer: met2
  – Gr usage total: 0.3615
  – GRT met2 Usage: 0.5250
  – Vias in the first global route: 47,880

Detailed routing
  – Routed via count: between 40,000 and 50,000
  – Drt wl/cell: around 26 µm
  – DRT iter0 DRCs: between 4,000 and 5,000
  – DR DRC count: 0
  – Drt pass-1 iters: 7
  – WL final: 214,400 µm
  – Antenna-violating nets left: 0
  – Vias per cell: around 6

Setup path
  – CP required: approximately 260 ns
  – CP Class: in -> out
  – Cell mode on critical path: ha_1
  – Delay-heaviest family, CP: AND-OR/OR-AND gates
  – Number of cells on the critical path: roughly 300
  – CP max stage cell: nor4bb_1
  – Worst Path Max Fanout: 31
  – Critical Path Start Type: input pin
  – Crit path DAT: about 150 ns
  – Crit path capture type: output port
  – WP buf/inv: 25
  – Largest stage delay, worst path: ~0.87 ns

Pwr
  – Max IR drop VDD: roughly 0.035 mV
  – Sw Share: 0.5807
  – Cell Int Power: roughly 220 µW
  – Net Sw Power: 306.8 µW
  – Pleak: between 20 and 25 nW
  – PwrDens: 10.34 nW/µm²

STA
  – Max Fclk: approximately 4.7 MHz
  – Setup violations, final: 0
  – Slew Viols, Final: 0
  – Slew headroom: 0.2363
  – Final worst-path cycle share: 0.6556
  – Tightest Pin Transition: approximately 1.1 ns
  – Fin. Hold Viols: 0
  – Minimum clock period: between 200 and 250 ns
  – Setup TNS: 0 ns
  – Final Hold Slack: between 100 and 150 ns
  – RSZ-0062 raised after global routing: no

Job
  – OpenROAD warning count: 37
  – Reported max-cap violation count: 0

Clock network
  – CTS Hold Bufs: 0
  – Post-CTS setup buffer count: 0
  – Post-CTS sizing: 0

Synthesis
  – Cells after Synth: approximately 6,600
  – Unique cell types: around 97
  – Ys cells: approximately 6,600
  – Yosys chip area: 47,780 µm²
  – Ys Warns: 1
  – Sequential-to-total area share from yosys stat: 0
  – Netlist Area Pre-Place: approximately 48,000 µm²
  – Syn avg cell area: between 7 and 8 µm²

Floorplan
  – Die X: approximately 350 µm
  – Row cnt: 126
  – Pre-Place Util: 0.4041
  – Chip Area: approximately 120,000 µm²
  – Die y size: roughly 350 µm
  – Boundary Pins: between 90 and 100
  – Core Region: ~120,000 µm²

Cells and area
  – Clock buf count: 0
  – Seq cells: 0
  – Most common logic cells in the final layout: 913 x nand2_1, 687 x ha_1, 636 x inv_1
  – Dominant logic cell type in the layout: nand2_1
  – Share of cells above drive strength 1: 0.05907
  – Comb gate area: 44,380 µm²
  – Register area: 0 µm²
  – Filler cell count: about 12,000
  – Area Overhead vs Synth: 6.963%

Min path
  – Worst Hold Path EP: out[27]
  – Hold Path Cell Cnt: 4
  – Worst hold start: operation[1]
  – Hold Path Class: in -> out
[power groups by stage]
| stage | clock network (mW) | logic (mW) | registers (mW) |
|---|---|---|---|
| 5_1_grt | 0 | 0.589 | 0 |
| 4_1_cts | 0 | 0.525 | 0 |
[final cells by class]
type	instances	area share
Multi-Input combinational cell	5705	0.8684
Inverter	650	0.04774
Timing Repair Buffer	281	0.04588
Tap cell	1536	0.03760
Antenna cell	8	0.0003917
[kinds of logic after synthesis]
family | after synthesis | share of synthesized area
buffers and inverters | 921 | 0.07311
AOI/OAI and AO/OA | 1683 | 0.2357
xor gates and xnor gates | 472 | 0.08651
adders and majority gates | 1096 | 0.3512
and+or+nand+nor | 2333 | 0.2260
muxes | 121 | 0.02744
[cells in the mapped netlist (68+ instances only)]
master | number | area [µm²]
nand2_1 | 913 | 3427
ha_1 | 687 | 8596
inv_1 | 644 | 2417
nor2_1 | 560 | 2102
a21oi_1 | 420 | 2102
fa_1 | 409 | 8188
xnor2_1 | 310 | 2715
o21ai_0 | 281 | 1406
clkbuf_1 | 219 | 822.0
a21o_1 | 191 | 1434
nor3_1 | 162 | 810.8
xor2_1 | 162 | 1419
o21a_1 | 122 | 915.9
nand3_1 | 113 | 565.5
and2_1 | 95 | 594.3
mux2_2 | 80 | 900.9
a31oi_1 | 74 | 462.9
or3_1 | 71 | 444.2
o211ai_1 | 68 | 510.5
[per-stage QoR]
step	util	area [µm²]	power [mW]	setup WS, ns	instances
2_1_floorplan	-	47780	0.3502	129.10	6626
3_3_place_gp	0.4321	51090	0.5212	114.11	8172
3_5_place_dp	0.4321	51090	0.5183	114.04	8172
4_1_cts	0.4321	51090	0.5248	113.82	8172
5_1_grt	0.4321	51090	0.5888	107.30	8172
6_report	0.4323	51110	0.5284	112.22	8180
[how the worst max path moves through the flow]
| stage | start | end | slack [ns] |
|---|---|---|---|
| final | val2[15] | out[0] | 112.22 |
| after global routing | val2[23] | out[0] | 107.30 |
| after CTS | val2[23] | out[0] | 113.82 |
[per-layer routing]
metal / up-vias / share of wire
met5: - / 0.00043
met4: 8 / 0.041
met3: 341 / 0.10
met2: 2234 / 0.42
met1: 23680 / 0.44
li1: 23240 / -
[tightest hold or removal path: stages]
cell             delay [ns]
buf_2                  0.31
nand2_1                0.13
o21ai_0                0.14
clkdlybuf4s50_1        0.48
Power figures rest on the tool's default switching activity, not on a simulated workload.
