### /design/flow/run.sh
#!/bin/bash
# OpenROAD 26Q1-2900-gdf79404cd8, Yosys 0.63+post, stock flow scripts
make -C /OpenROAD-flow-scripts/flow DESIGN_CONFIG=/design/flow/config.mk WORK_HOME=/design/flow/orfs finish
### /design/flow/config.mk
export PLATFORM = sky130hd
export DESIGN_NAME = fibonacci_circuit
export DESIGN_NICKNAME = fibonacci_circuit
export VERILOG_FILES = /design/flow/design.v
export SDC_FILE = /design/flow/constraint.sdc
export NUM_CORES = 4
export LEC_CHECK = 1
export CORE_UTILIZATION = 40
### /design/flow/constraint.sdc
current_design fibonacci_circuit

set clk_period 14.1
set clk_io_pct 0.2

create_clock -name clk0 -period $clk_period [get_ports {clk}]

set non_clock_inputs [all_inputs -no_clocks]
set_input_delay [expr $clk_period * $clk_io_pct] -clock clk0 $non_clock_inputs
set_output_delay [expr $clk_period * $clk_io_pct] -clock clk0 [all_outputs]
### /design/flow/design.v
module fibonacci_circuit
(
    input clk,
    input reset_n,
    output [31:0] num
);
    reg [31:0] num1;
    reg [31:0] num2;
    always @(posedge clk, negedge reset_n) begin
        if(!reset_n) begin
            num1 <= 32'd1;
            num2 <= 32'd1;
        end else begin
            num1 <= num1 + num2;
            num2 <= num1;
        end
    end
    assign num = num1;
endmodule
==> flow_metrics.env <==
# implementation run metrics
export IMPL_routed_wl_um=6310
export IMPL_max_freq_mhz=240
export IMPL_cp_arrival_ns=1.34
export IMPL_yosysMostFrequentCell="dfrtp_1"
export IMPL_path_cells="clkdlybuf4s50_1"
export IMPL_regToRegStartpoint="num1[0]"
export IMPL_yosys_area_um2=3350
export IMPL_hold_class="flop to flop"
export IMPL_post_synth_top_area_cell="dfrtp_1"
export IMPL_cp_max_fo=3
export IMPL_chipHeight_um=93.5
export IMPL_grt_start_max_net_pins=34
export IMPL_layout_cells_non_filler=449
export IMPL_fp_util_pct=41.0
export IMPL_post_synth_cell_area_avg_um2=11.0
export IMPL_p_seq_share_pct=53.4
export IMPL_edf_count=0
export IMPL_grt_usage_pct=16.3
export IMPL_area_delta_synth_final_pct=18.5
export IMPL_max_slew_margin_rel_pct=52.9
export IMPL_p_sw_mw=0.0737
export IMPL_period_used_pct=29.5
export IMPL_htreeDepth=3
export IMPL_startpoint_type="flop"
export IMPL_status="finished clean"
export IMPL_critPathRequiredTime_ns=11.28
export IMPL_drt_iter0_drc=100
export IMPL_clock_skew_final_ns=0.00749
export IMPL_io_pins=34
export IMPL_synth_main_ff_cell="dfrtp_1"
export IMPL_synthesis_area_um2=3350
export IMPL_io_buffer_count=33
export IMPL_cap_violations=0
export IMPL_yosys_cell_types_count=53
export IMPL_overflow=0
export IMPL_critPathTopFamily="flip-flops"
export IMPL_p_leak_nw=2.10
export IMPL_clk_pin_slew_ns=0.07
export IMPL_hold_viol=0
export IMPL_crit_start="num1[0]"
export IMPL_vias_per_cell=5.33
export IMPL_drc=0
export IMPL_grt_pass1_wl_um=10900
export IMPL_p_clk_share_pct=45.5
export IMPL_swShare_pct=21.4
export IMPL_die_area_um2=8750
export IMPL_tightest_slew_ns=0.706
export IMPL_r2r_setup_slack_ns=11.47
export IMPL_core_area_um2=8180
export IMPL_cts_sinks=64
export IMPL_antenna_cells=0
export IMPL_ys_warn_count=1
export IMPL_clockBufferDepth=2
export IMPL_fin_tns_setup_ns=0
export IMPL_dpl_hpwl_um=4420
export IMPL_finalMaxSlewViolations=0
export IMPL_rows=33
export IMPL_num_vias=2395
export IMPL_ctsRootBufferMaster="clkbuf_8"
export IMPL_wl_per_cell_um=14.1
export IMPL_setup_viol=0
export IMPL_layout_drive_gt1_share_pct=7.85
export IMPL_cts_tree="done"
export IMPL_top_area_share_pct=46.3
export IMPL_ys_ff=64
export IMPL_die_w_um=93.5
export IMPL_ctsResizeCount=0
export IMPL_pwr_share_comb_pct=1.1
export IMPL_numCtsBuffers=9
export IMPL_r2r_end="num1[18]"
export IMPL_dr_pass1_iters=4
export IMPL_power_density_nw_per_um2=86.6
export IMPL_path_class="flop to output pin"
export IMPL_critical_path_depth=1
export IMPL_grt_pass1_vias=2346
export IMPL_ant_nets=0
export IMPL_gp_congestion=0.816
export IMPL_dp_cells=433
export IMPL_internal_power_mw=0.270
export IMPL_yosys_cells=304
export IMPL_crit_buf_inv=1
export IMPL_antenna_found_initial=0
export IMPL_clock_latency_late_pin_ns=0.34
export IMPL_openroad_warnings=25
export IMPL_top_cells_by_count="dfrtp_1, ha_1, a21oi_1"
export IMPL_ir_drop_v=0.0000476
export IMPL_cp_endpoint="num[0]"
export IMPL_cp_slowest_cell="dfstp_2"
export IMPL_fin_crit_ns=4.16
export IMPL_fillers=759
export IMPL_yosysSeqAreaShare_pct=47.9
export IMPL_netlist_top_cells_area="dfrtp_1, ha_1, a21oi_1"
export IMPL_slowest_delay_ns=0.55
export IMPL_ctsHoldBuffers=0
export IMPL_synth_async_reset_ratio_pct=100
export IMPL_crit_path_end_kind="output pin"
export IMPL_synth_cells=304
export IMPL_fin_util_pct=48.6
export IMPL_r2r_cells=9
export IMPL_grt_setup_unrepaired="false"
export IMPL_postCtsSetupBuffers=0
[cell families after synthesis]
logic type      after synthesis  share of synthesized area, %
simple gates                 65                          9.44
compound gates               97                          20.7
fa+ha+maj                    32                          12.2
mux                           2                         0.597
flops                        64                          47.9
xor+xnor                     28                          7.32
buf+inv                      16                          1.94
[routing by layer]
layer / up-vias / global-route usage (%) / wire [um]
met5: - / 0 / 0
met4: 0 / 1.92 / 75
met3: 9 / 5.29 / 396
met2: 59 / 23.6 / 2630
met1: 1135 / 25.6 / 3210
li1: 1192 / - / -
[power groups by stage]
stage	clock network (mW)	registers, mW	logic, mW
4_1_cts	0.161	0.184	0.00399
5_1_grt	0.169	0.183	0.00450
6_report	0.157	0.184	0.00367
[flip-flops by register name, indices dropped and copies added, names as in the netlist]
register  cells
num2         32
num1         32
[how the worst min path moves through the flow]
stage	startpoint	to	slack, ns	depth (start not counted)
after CTS	num1[0]	num2[0]	0.38	0
after global routing	num1[0]	num2[0]	0.38	0
final	num1[0]	num2[0]	0.38	0
[placed cells by master (no fill, tap or decap), drive strengths merged, types with 2 or more instances in the layout]
cell / synthesis / layout
a31oi: 4 / 4
clkinv: 0 / 3
xnor2: 13 / 13
dfrtp: 62 / 62
dfstp: 2 / 2
nor3: 4 / 4
nand2: 19 / 19
o21bai: 5 / 5
or2: 3 / 3
o311ai: 2 / 2
a21oi: 29 / 29
nand3: 10 / 10
nor2: 12 / 12
a211oi: 3 / 3
clkbuf: 6 / 11
o221ai: 2 / 2
o211ai: 3 / 3
ha: 31 / 31
inv: 6 / 6
a21o: 19 / 19
mux2i: 2 / 2
nand2b: 2 / 2
nand4: 7 / 7
clkdlybuf4s50: 0 / 32
a311oi: 2 / 2
and3: 2 / 2
xor2: 15 / 15
buf: 4 / 2
o21ai: 15 / 15
o21a: 2 / 2
[stage by stage]
step	hold slack (ns)	cell area (um2)	total power [mW]	setup slack (ns)
3_5_place_dp	0.370	3770	0.191	10.23
6_report	0.382	3970	0.344	9.94
3_3_place_gp	0.366	3770	0.191	10.25
2_1_floorplan	0.356	3350	0.187	10.78
5_1_grt	0.383	3970	0.357	9.88
4_1_cts	0.380	3970	0.349	9.93
[final cells by class]
class | count | area (um2) | share of cell area [%]
clock buffer | 11 | 141 | 3.56
clock inverter | 5 | 56.3 | 1.42
inverter | 6 | 22.5 | 0.567
multi-input combinational | 224 | 1680 | 42.4
sequential | 64 | 1600 | 40.4
tap | 105 | 131 | 3.31
timing repair buffer | 34 | 333 | 8.38
Power and IR drop assume default switching activity.
