<file path="flow/run.sh">
#!/bin/bash
# OpenROAD 26Q1-2900-gdf79404cd8, Yosys 0.63+post, stock flow scripts
make -C /OpenROAD-flow-scripts/flow DESIGN_CONFIG=/design/flow/config.mk WORK_HOME=/design/flow/orfs finish
</file>
<file path="flow/config.mk">
export PLATFORM = sky130hd
export DESIGN_NAME = recirculating_calculator
export DESIGN_NICKNAME = recirculating_calculator
export VERILOG_FILES = /design/flow/design.v
export SDC_FILE = /design/flow/constraint.sdc
export NUM_CORES = 4
export LEC_CHECK = 1
export CORE_UTILIZATION = 50
</file>
<file path="flow/constraint.sdc">
current_design recirculating_calculator

set clk_period 262.1
set clk_io_pct 0.2

create_clock -name clk0 -period $clk_period [get_ports {clk}]

set non_clock_inputs [all_inputs -no_clocks]
set_input_delay [expr $clk_period * $clk_io_pct] -clock clk0 $non_clock_inputs
set_output_delay [expr $clk_period * $clk_io_pct] -clock clk0 [all_outputs]
</file>
<file path="flow/design.v">
module recirculating_calculator
(
    input clk,
    input reset_n,
    input [1:0] operation,
    input [31:0] val1,
    output [31:0] out
);
    localparam SUM = 2'd0;
    localparam SUB = 2'd1;
    localparam MUL = 2'd2;
    localparam DIV = 2'd3;
    reg [31:0] outreg;
    reg [31:0] cal_result;
    always @(posedge clk, negedge reset_n) begin
        if(!reset_n) begin
            outreg <= 32'd0;
        end else begin
            outreg <= cal_result;
        end
    end
    assign out = outreg;
    always @(*) begin
        case(operation)
            SUM:
                cal_result = outreg + val1;
            SUB:
                cal_result = outreg - val1;
            MUL:
                cal_result = outreg * val1;
            DIV:
                cal_result = outreg / val1;
        endcase
    end
endmodule
</file>
==> results.sh <==
# source this file to load flow results
export IMPL_grt_setup_unrepaired="no"
export IMPL_avgSynthCellArea_um2=7.32
export IMPL_synth_cell_types=99
export IMPL_cpMostUsedCell="ha_1"
export IMPL_die_y_um=309
export IMPL_top_register="outreg"
export IMPL_areaGrowthSynthToFinish_pct=5.48
export IMPL_clk_latency_ps=320
export IMPL_place_congestion=1.05
export IMPL_fmax_ghz=0.00747
export IMPL_hold_class="reg2reg"
export IMPL_vias=47100
export IMPL_synth_area_mm2=0.0472
export IMPL_die_w_um=309
export IMPL_worst_path_max_fanout=31
export IMPL_path_class="in2reg"
export IMPL_holdBufCountCts=0
export IMPL_post_route_drc_count=0
export IMPL_fill_cells=9286
export IMPL_drt_first_pass_iters=6
export IMPL_most_common_cell="nand2_1"
export IMPL_required_ps=262280
export IMPL_h_tree_depth=2
export IMPL_period_used_pct=51.1
export IMPL_yosys_top_cells_area="ha_1 (18%), fa_1 (17%), nand2_1 (7.2%), xnor2_1 (5.7%), inv_1 (5.2%)"
export IMPL_hold_violations=0
export IMPL_synthTopCellsByCount="nand2_1 (901), ha_1 (687), inv_1 (657)"
export IMPL_clk_pin_slew_ps=80
export IMPL_num_rows=112
export IMPL_grt_pass1_wl_um=282000
export IMPL_antenna_left=0
export IMPL_yosys_warnings=1
export IMPL_syn_inst=6445
export IMPL_period_minus_slack_ps=133880
export IMPL_grt_overflow_total=0
export IMPL_routed_wl_um=189000
export IMPL_top_regs="outreg: 32 flops"
export IMPL_cpPeakStageDelay_ps=870
export IMPL_synthArstFlopShare_pct=100
export IMPL_outcome="completed"
export IMPL_numCtsBuffers=5
export IMPL_dp_hpwl_um=149000
export IMPL_clock_path_buffers=2
export IMPL_drt_iter0_drc=3634
export IMPL_yosysTopAreaCellShare_pct=18.2
export IMPL_slew_headroom_pct=22.6
export IMPL_grt_max_degree=53
export IMPL_warnings=30
export IMPL_cp_slowest_cell="nor4_1"
export IMPL_cts_root_buf="clkbuf_16"
export IMPL_largest_reg_flops=32
export IMPL_cts_setup_buffers=0
export IMPL_edf_count=0
export IMPL_synthFlopType="dfrtp_1"
export IMPL_ys_flops=32
export IMPL_chipArea_mm2=0.0956
export IMPL_cts_resized=0
export IMPL_path_delay_family="AND-OR/OR-AND gates"
export IMPL_ys_chip_area_mm2=0.0472
export IMPL_critPathCaptureType="register"
export IMPL_grtUsageTotal_pct=40.9
export IMPL_antenna_found_initial=6
export IMPL_ys_seq_share_pct=1.70
export IMPL_skew_ps=18.6
export IMPL_tightestPinTransition_ps=1150
export IMPL_io_pins=68
export IMPL_fp_util_pct=50.5
export IMPL_setup_viol=0
export IMPL_cp_num_buf_inv=21
export IMPL_portBuffers=67
export IMPL_fp_coreArea_mm2=0.0935
export IMPL_top_area_cell="ha_1"
export IMPL_fin_tns_setup_ps=0
export IMPL_drv_cap=0
export IMPL_cts_tree="done"
export IMPL_arrival_ps=134060
export IMPL_grt_pass1_vias=45300
export IMPL_ys_cells=6445
export IMPL_clock_sinks=32
export IMPL_cp_start_kind="primary input"
export IMPL_via_per_inst=6.14
export IMPL_wl_per_cell_um=24.6
export IMPL_slew_viol_final=0
export IMPL_drive_gt1_share_pct=5.69
export IMPL_post_route_util_pct=53.3
-- metrics by stage --
stage          area, µm²  hold WS, ps  instances  setup slack (ps)
6_report           49800         1090       7668            128220
5_1_grt            49800         1150       7668            122780
4_1_cts            49800         1100       7667            129900
3_5_place_dp       49600         1080       7659            129820
3_3_place_gp       49600         1080       7659            130890
2_1_floorplan      47200          710       6445            142660
-- cells in the final DEF, fill, tap and decap left out, types with 60 or more instances in the layout --
| cell | netlist | routed |
|---|---|---|
| inv_1 | 657 | 648 |
| clkdlybuf4s50_1 | 0 | 64 |
| o21ai_0 | 308 | 306 |
| o21a_1 | 131 | 131 |
| nor2_1 | 520 | 520 |
| nand2b_1 | 60 | 60 |
| fa_1 | 409 | 409 |
| mux2_2 | 80 | 80 |
| xnor2_1 | 306 | 306 |
| a31oi_1 | 68 | 66 |
| ha_1 | 687 | 687 |
| a21oi_1 | 427 | 425 |
| nor2b_1 | 60 | 60 |
| nor3_1 | 136 | 135 |
| and2_1 | 97 | 97 |
| buf_4 | 2 | 149 |
| nand3_1 | 130 | 130 |
| xor2_1 | 179 | 179 |
| nand2_1 | 901 | 901 |
| a21o_1 | 189 | 189 |
-- metal layers --
layer  up-vias  GRT usage, %  routed length, µm
li1      22300             -                  -
met1     22400          57.1              80200
met2      2018          60.8              80400
met3       432          12.2              19500
met4         6          14.6               8600
met5         -        0.0506                 39
-- cell type report --
class	count	area (µm²)	area share, %
Multi-Input combinational cell	5498	43000	86.3
Inverter	659	2470	4.97
Timing Repair Buffer	216	1770	3.56
Tap cell	1254	1570	3.15
Sequential cell	32	801	1.61
Clock buffer	7	153	0.307
Clock inverter	1	30.0	0.0603
Antenna cell	1	2.50	0.00503
-- tightest hold or removal path, delay by kind of cell (launching register included) --
| family | cells | cell delay (ps) |
|---|---|---|
| adders and majority gates | 1 | 220 |
| and+or+nand+nor | 1 | 40 |
| AOI/OAI and AO/OA | 1 | 100 |
| buffers and inverters | 1 | 350 |
| DFF | 1 | 340 |
-- cells by family after synthesis --
logic type	synth area share (%)
buffers and inverters	7.39
AOI/OAI and AO/OA	22.6
DFF	1.70
muxes	2.78
adders and majority gates	35.6
and+or+nand+nor	21.0
xor gates and xnor gates	9.00
-- final timing paths --
kind	from	end	slack [ps]	cells after the start
worst max-delay path	val1[5]	outreg[0]$_DFF_PN0_	128220	292
min in group asynchronous	reset_n	outreg[31]$_DFF_PN0_	52190	2
worst min register to register	outreg[1]$_DFF_PN0_	outreg[1]$_DFF_PN0_	1090	4
worst min-delay path	outreg[1]$_DFF_PN0_	outreg[1]$_DFF_PN0_	1090	4
worst max register to register	outreg[2]$_DFF_PN0_	outreg[0]$_DFF_PN0_	180910	292
max in group asynchronous	reset_n	outreg[7]$_DFF_PN0_	209490	2
